===== run.sh =====
#!/bin/bash
# OpenROAD 26Q1-2900-gdf79404cd8, Yosys 0.63+post, stock flow scripts
make -C /OpenROAD-flow-scripts/flow DESIGN_CONFIG=/design/flow/config.mk WORK_HOME=/design/flow/orfs finish

===== constraint.sdc =====
current_design interface_digit

set clk_period 5.3
set clk_io_pct 0.2

create_clock -name clk0 -period $clk_period [get_ports {clk}]

set non_clock_inputs [all_inputs -no_clocks]
set_input_delay [expr $clk_period * $clk_io_pct] -clock clk0 $non_clock_inputs
set_output_delay [expr $clk_period * $clk_io_pct] -clock clk0 [all_outputs]

===== config.mk =====
export PLATFORM = sky130hd
export DESIGN_NAME = interface_digit
export DESIGN_NICKNAME = interface_digit
export VERILOG_FILES = /design/flow/design.v
export SDC_FILE = /design/flow/constraint.sdc
export NUM_CORES = 4
export LEC_CHECK = 1
export CORE_UTILIZATION = 50

===== design.v =====
`timescale 1ns/1ps
module interface_digit (
    input wire rst,
    input wire clk,
    input wire [11:0] addr,
    input wire wen,
    input wire [31:0] wdata,
    output reg [7:0] dig_en,
    output reg [7:0] seg
);
reg [14:0] cnt;
reg cnt_inc;         
wire cnt_end;        
reg [3:0] data;
reg [31:0] wD;
assign cnt_end = cnt_inc & (cnt == 29999);
always @(posedge clk or posedge rst) begin
    if (rst)
        cnt_inc <= 1'b0;
    else 
        cnt_inc <= 1'b1;
end
always @(posedge clk or posedge rst) begin
    if (rst)
        cnt <= 15'b0;
    else if (cnt_end)
        cnt <= 15'b0;
    else if (cnt_inc)
        cnt <= cnt + 15'b1;
    else
        cnt <= cnt;
end
always @(posedge clk or posedge rst) begin
    if (rst)
        dig_en <= 8'b11111111;
    else if (dig_en == 8'b11111111)
        dig_en <= 8'b11111110;
    else if (cnt_end)
        dig_en <= {dig_en[6:0],dig_en[7]};
    else
        dig_en <= dig_en;
end
always @(posedge clk or posedge rst) begin
    if (rst)
        wD <= 32'b0;
    else if (wen && addr == 12'h000)
        wD <= wdata;
    else 
        wD <= wD;
end
always @(*) begin  
    case (dig_en)
        8'b11111110 : data = wD[3:0];
        8'b11111101 : data = wD[7:4];
        8'b11111011 : data = wD[11:8];
        8'b11110111 : data = wD[15:12];
        8'b11101111 : data = wD[19:16];
        8'b11011111 : data = wD[23:20];
        8'b10111111 : data = wD[27:24];
        8'b01111111 : data = wD[31:28]; 
        default: data = 4'b0;
    endcase    
end
always @(*) begin
    case (data)
        4'b0000 : seg = 8'b00000011;
        4'b0001 : seg = 8'b10011111;
        4'b0010 : seg = 8'b00100101;
        4'b0011 : seg = 8'b00001101;
        4'b0100 : seg = 8'b10011001;
        4'b0101 : seg = 8'b01001001;
        4'b0110 : seg = 8'b01000001;
        4'b0111 : seg = 8'b00011111;
        4'b1000 : seg = 8'b00000001;
        4'b1001 : seg = 8'b00011001;
        4'b1010 : seg = 8'b00010001;
        4'b1011 : seg = 8'b11000001;
        4'b1100 : seg = 8'b11100101;
        4'b1101 : seg = 8'b10000101;
        4'b1110 : seg = 8'b01100001;
        4'b1111 : seg = 8'b01110001;
        default : seg = 8'b11111111;
    endcase
end
endmodule

==> results.txt <==
yosys + openroad results -> status=finished clean, # port buffers=61, Insertion Delay late pin=0.30 ns, Root Driver=clkbuf_8, CTS Sinks=56, Largest cells by area=dfrtp_1, mux2_1, dfstp_2, nand3b_1, ha_1, Max stage delay on crit path=0.65 ns, FP Rows=28, Final Cycle Share=84.3%, Inserted Diodes=0, number of enable flip-flop cells=0, core area=5920 sq um, top-count cell post-synth=dfrtp_1, CP required=4.24 ns, FMAX=0.224 GHz, Max-Cap Viols=0, WS Path Type=register to output port, worst slew pin tran=0.868 ns, Yosys Chip Area=3060 sq um, Slew HR=42.1%, global route overflow=0, GR Util met2=30.3%, post-synth top area share=39.2%, Finished Cell Area=3800 sq um, DR pass1 iterations=4, Power Density=203 nW/um^2, Bufs on Longest Clock Path=2, chip area=6440 sq um, Setup TNS=0 ns, Synth top cells by count=dfrtp_1, mux2_1, nand3b_1, CTS tree=yes, drt drc=0, initial antenna violation count=0, clock-pin slew on the worst setup and hold paths=0.10 ns, pin count of the biggest net entering global routing=57, ys cells=271, Cell Area, Synth=3060 sq um, Crit-path slowest cell=dfstp_2, Syn Inst Count=271, # IOs=63, Final Hold Fails=0, number of global-route vias before repair=2054, CP cell instances=nand4_1, nor2_1, a311oi_1, nand2b_1, inv_1, ha_1, mux2i_1, o211a_1, clkdlybuf4s50_1, Post-CTS Setup Bufs=0, Post-CTS Resized=0, ys async rst share=100%, largest area contributor in the netlist=dfrtp_1, DP Area=3710 sq um, ys flop type=dfrtp_1, Vias per Instance=5.50, GR Util met1=34.4%, worst-path fanout max=13, Area Overhead vs Synth=24.1%, Die Wd=80.2 um, CTS Hold Bufs=0, Critical Path Start Type=register, CP endpoint kind=output port, OpenROAD warnings=31, routed length per instance=14.8 um, Top Usage Layer GRT=met1, Hold WC Path Type=register to register, Post-Route Skew=0.00740 ns, Routed Antenna Nets=0, M3 GR Usage=3.58%, Static Leak=1.63 nW, vias=2221, DP Wirelength=4260 um, Init Core Util=51.7%, Worst VDD drop=0.170 mV, min cycle time layout=4.47 ns, Iteration-0 DRC Markers=85, DRT Wirelength=5970 um, #FFs+latches synth=56, first-pass GRT wire length=9780 um, syn avg cell area=11.3 sq um, Global Route Usage Sum=20.5%, Yosys warning total=1, CTS H-tree depth=2, critical path data arrival time=3.41 ns, unrepaired setup endpoints after global routing=no, RePlAce Congestion=0.903, CTS Buf Count=5, Setup violations, final=0, share of layout cells above drive strength 1=8.81%, Final Max Slew Viols=0, Seq share, synth=46.1%, distinct lib cells=51, DIE HEIGHT=80.2 um
==> area by class of cell <==
class,instances,area (sq um)
clock buffers,6,72.6
multi-input cells,191,1530
clock inverters,2,13.8
inverters,9,33.8
repair buffers,65,641
flip-flops and latches,56,1410
well taps,75,93.8
fillers,488,2120
==> path summary, 6_finish.rpt <==
check / start / to / slack, ns / depth (start not counted)
setup / recovery: dig_en[3]$_DFFE_PP1P_ / seg[4] / 0.83 / 9
min in group asynchronous: rst / wD[28]$_DFFE_PP0P_ / 1.26 / 3
hold reg to reg: cnt[11]$_DFFE_PP0P_ / cnt[11]$_DFFE_PP0P_ / 0.50 / 1
hold / removal: cnt[11]$_DFFE_PP0P_ / cnt[11]$_DFFE_PP0P_ / 0.50 / 1
max in group asynchronous: rst / wD[16]$_DFFE_PP0P_ / 3.59 / 3
setup reg to reg: cnt[0]$_DFFE_PP0P_ / dig_en[2]$_DFFE_PP1P_ / 3.21 / 6
==> state kept, by name, summed over array words and instances (netlist names) <==
signal,cells
cnt,15
cnt_inc,1
wD,32
dig_en,8
==> cell usage in the layout (no fill, tap or decap), types with 2 or more instances in the layout <==
master	n
inv_1	8
conb_1	2
o21ai_1	4
nor4_1	3
nor2_1	18
nand3_1	3
xor2_1	4
a211oi_2	2
xnor2_1	8
ha_1	7
dfstp_2	8
nand2b_1	3
nand3b_1	27
nand4_1	7
nand2_1	17
buf_4	4
mux2_1	36
mux2_2	2
a21oi_1	2
a211oi_1	11
mux2i_1	4
and3b_1	2
clkbuf_8	5
nor2b_1	2
clkdlybuf4s50_1	61
a32o_1	2
nor3_1	3
dfrtp_1	48
==> power by group <==
part	switching (mW)	internal, mW
Combinational	0.0272	0.0488
Sequential	0.0226	0.447
Clock	0.132	0.0945
==> worst max-delay path, delay by kind of cell (launching register included) <==
family	cells	cell delay, ns
adder cells (fa/ha/maj)	1	0.35
multiplexers	1	0.20
buffers and inverters	2	0.55
AND/OR/NAND/NOR	3	0.95
AND-OR/OR-AND	2	0.39
flip-flops	1	0.65
==> logic make-up after synthesis <==
logic type,after synthesis,share of synthesized area [%]
buf+inv,25,3.92
mux,42,15.3
flops,56,46.1
other cells,1,0.123
simple gates,93,18.1
compound gates,35,10.2
xor+xnor,12,3.43
fa+ha+maj,7,2.86
==> per-layer routing <==
metal | up-vias | routed length [um]
li1 | 1090 | -
met2 | 69 | 2600
met4 | 0 | 61
met3 | 6 | 410
met1 | 1056 | 2900
met5 | - | 0
==> metrics by stage <==
stage | worst slack, ns | hold WS [ns] | std cells | util, % | power, mW
after global placement | 1.29 | 0.481 | 396 | 62.7 | 0.554
after CTS | 0.835 | 0.500 | 404 | 64.2 | 0.786
after global routing | 0.508 | 0.515 | 404 | 64.2 | 0.817
final | 0.832 | 0.500 | 404 | 64.2 | 0.772
after detailed placement | 1.20 | 0.481 | 396 | 62.7 | 0.555
after floorplan | 1.97 | 0.456 | 272 | - | 0.511
No activity file was given, so power comes from the tool's default toggle rates.
